`flow/run.sh`:
```
#!/bin/bash
# OpenROAD 26Q1-2900-gdf79404cd8, Yosys 0.63+post, stock flow scripts
make -C /OpenROAD-flow-scripts/flow DESIGN_CONFIG=/design/flow/config.mk WORK_HOME=/design/flow/orfs finish
```
`flow/config.mk`:
```
export PLATFORM = sky130hd
export DESIGN_NAME = Lorenz_Encryptor_Top
export DESIGN_NICKNAME = Lorenz_Encryptor_Top
export VERILOG_FILES = /design/flow/design.v
export SDC_FILE = /design/flow/constraint.sdc
export NUM_CORES = 4
export LEC_CHECK = 1
export CORE_UTILIZATION = 30
```
`flow/constraint.sdc`:
```
current_design Lorenz_Encryptor_Top

set clk_period 31.8
set clk_io_pct 0.2

create_clock -name clk0 -period $clk_period [get_ports {clk}]

set non_clock_inputs [all_inputs -no_clocks]
set_input_delay [expr $clk_period * $clk_io_pct] -clock clk0 $non_clock_inputs
set_output_delay [expr $clk_period * $clk_io_pct] -clock clk0 [all_outputs]
```
`flow/design.v`:
```
`timescale 1ns / 1ps
module Encryptor_axi (
    input clk,
    input rst,
    input [7:0] pixel_in,      
    input pixel_valid,         
    input [7:0] tdata,         
    input tvalid,              
    output reg tready,         
    output reg [7:0] pixel_out,  
    output reg done
);
    reg [31:0] count;
    always @(posedge clk or posedge rst) begin
        if (rst) begin
            count <= 0;
            done <= 0;
            pixel_out <= 0;
            tready <= 1'b1;   
        end 
        else if (pixel_valid && tvalid) begin
            pixel_out <= pixel_in ^ tdata;  
            count <= count + 1;
            if (count == (512*512*3)) 
                done <= 1;
        end
    end
endmodule
`timescale 1ns / 1ps
module Lorenz_Encryptor_Top (
    input wire clk,
    input wire rst,
    input wire [7:0]  s_axis_key_tdata,    
    input wire        s_axis_key_tvalid,   
    output wire       s_axis_key_tready,   
    output wire [7:0] m_axis_key_tdata,    
    output wire       m_axis_key_tvalid,   
    input wire        m_axis_key_tready,   
    input wire [7:0]  s_axis_pixel_tdata,   
    input wire        s_axis_pixel_tvalid,  
    output wire       s_axis_pixel_tready,  
    output wire [7:0] m_axis_pixel_tdata,   
    output wire       m_axis_pixel_tvalid,  
    input wire        m_axis_pixel_tready,  
    output wire done
);
    wire [7:0] key_data_out;
    wire key_valid_out;
    wire key_ready_in;
    Lorenz_axi lorenz_inst (
        .clk(clk),
        .rst(rst),
        .key_valid(s_axis_key_tvalid),    
        .key_in(s_axis_key_tdata),        
        .tdata(key_data_out),             
        .tvalid(key_valid_out),           
        .tready(key_ready_in)             
    );
    Encryptor_axi encryptor_inst (
        .clk(clk),
        .rst(rst),
        .pixel_in(s_axis_pixel_tdata),    
        .pixel_valid(s_axis_pixel_tvalid),
        .tdata(key_data_out),             
        .tvalid(key_valid_out),           
        .tready(key_ready_in),            
        .pixel_out(m_axis_pixel_tdata),   
        .done(done)
    );
    assign s_axis_key_tready  = key_ready_in;   
    assign m_axis_key_tdata   = key_data_out;   
    assign m_axis_key_tvalid  = key_valid_out;  
    assign s_axis_pixel_tready = m_axis_pixel_tready;   
    assign m_axis_pixel_tvalid = s_axis_pixel_tvalid;   
endmodule
`timescale 1ns / 1ps
module Lorenz_axi (
    input clk,
    input rst,
    input key_valid,          
    input [7:0] key_in,       
    output reg [7:0] tdata,   
    output reg tvalid,        
    input tready              
);
    reg signed [43:0] x, y, z;
    reg signed [43:0] x_next, y_next, z_next;
    reg signed [43:0] a, b, c;
    localparam signed [43:0] T = 44'sd10486;  
    reg [1:0] key_select;
    always @(posedge clk or posedge rst) begin
        if (rst) begin
            x <= 44'sd1048576;   
            y <= 44'sd2097152;
            z <= 44'sd3145728;
            a <= 44'sd10485760;
            b <= 44'sd29360128;
            c <= 44'sd87381;
            key_select <= 2'b00;
            tvalid <= 0;
        end 
        else begin
            if (key_valid) begin
                a <= 44'sd10485760 + (key_in[7:0] << 12);
                b <= 44'sd29360128 + (key_in[7:0] << 12);
                c <= 44'sd87381 + (key_in[7:0] << 12);
            end
            x_next = x + ((T * (a * (y - x) >> 20)) >> 20);
            y_next = y + ((T * ((b * x >> 20) - (x * z >> 20) - y) >> 20));
            z_next = z + ((T * ((x * y >> 20) - (c * z >> 20)) >> 20));
            x <= x_next;
            y <= y_next;
            z <= z_next;
            case (key_select)
                2'b00: tdata <= x_next[7:0];
                2'b01: tdata <= y_next[7:0];
                2'b10: tdata <= z_next[7:0];
            endcase
            key_select <= key_select + 1;
            tvalid <= 1'b1;   
            if (tready)
                tvalid <= 1'b1;
        end
    end
endmodule
```
==> metrics.csv <==
stage;metric;value;unit
global_routing;Total GRT Usage;19.5;%
power;worst-case vdd ir drop;0.0516;mV
die;Chip Height;659;um
setup_path;crit path kind;reg -> reg;
clock_network;setup fix buffers added after clock tree synthesis;0;
synth;cell type with the highest aggregate area in the netlist;sky130_fd_sc_hd__fa_1;
placed_design;I/O Buffers;38;
clock_network;total number of H-tree levels;1;
final_timing;Fin Setup TNS;0;ps
layout;Filler Cell Count;44100;
final_timing;setup slack after layout;10150;ps
run_status;result of the run;finished, final reports clean;
clock_network;clock edge transition at the registers on the reported setup and hold paths;100;ps
setup_path;flop-to-flop setup slack;10150;ps
die;die width;659;um
die;Pre-Place Util;30.2;%
placed_design;count of placed standard cells including taps;19800;
placed_design;post-placement setup slack;10420;ps
layout;Final Instance Count excl. Fillers;19900;
drt;total vias in the final route;91100;
die;Row Count;240;
run;count of max-cap constraint violations;0;
setup_path;CP Launch Type;flip-flop;
final_timing;worst-case hold slack;468;ps
synth;post-synthesis average cell area;9.07;um2
final_timing;Setup Viol. Count Final;0;
drt;total length of routed wires;390000;um
synth;synth unique cells;93;
final_timing;hold violation total from the final report;0;
synth;sequential cell area fraction in the yosys report;3.93;%
setup_path;critical register-to-register path endpoint;lorenz_inst.y[34];
clock_network;Clk Latency, worst-skew pair;740;ps
synth;chip area from the yosys synthesis statistics;0.129;mm2
placed_design;GPL Wtd Cong;1.03;
power;sum of internal, switching and leakage power;724;uW
setup_path;length in cells of the worst reg-to-reg path;77;
clock_network;cts repair resizes;0;
setup_path;cell seen most often among critical-path stages;sky130_fd_sc_hd__fa_1;
global_routing;GRT overflow;0;
synth;top post-synthesis cells by count;sky130_fd_sc_hd__inv_1 (3782), sky130_fd_sc_hd__fa_1 (2871), sky130_fd_sc_hd__ha_1 (1847);
power;power density over the cells;5.22;mW/mm2
die;chip area;0.434;mm2
synth;share of the synthesized area in the top cell type;44.5;%
layout;ratio of cells with drive above 1 in the final layout;3.72;%
drt;first-pass iteration count of the detailed router;6;
final_timing;RSZ-0062 raised after global routing;no;
setup_path;worst r2r src;lorenz_inst.x[0];
setup_path;cell with the largest stage delay on the worst path;sky130_fd_sc_hd__dfrtp_2;
setup_path;Critical Path Sink Type;flip-flop;
setup_path;maximum fanout along the worst path;30;
final_timing;worst slew margin relative to its limit;32.0;%
synth;number of cell instances after yosys synthesis;14300;
run;number of OpenROAD warnings;78;
setup_path;Critical Path Start;lorenz_inst.x[0];
global_routing;initial antenna violation count;26;
final_timing;fmax;46.2;MHz
layout;layout overhead on the synthesized area;7.26;%
synth;primary flip-flop cell chosen by synthesis mapping;sky130_fd_sc_hd__dfrtp_1;
synth;largest cells by area after synthesis;sky130_fd_sc_hd__fa_1 (44%), sky130_fd_sc_hd__ha_1 (18%), sky130_fd_sc_hd__inv_1 (11%), sky130_fd_sc_hd__nand2_1 (4.1%), sky130_fd_sc_hd__xnor2_1 (3.6%);
hold_path;class of the tightest hold or removal check;reg -> reg;
synth;synthesized instance count;14300;
hold_path;origin of the worst min-delay path;encryptor_inst.count[31];
clock_network;clk sinks;201;
final_timing;part of the cycle the worst path needs;68.1;%
drt;Wirelength per Cell;19.6;um
final_timing;min cycle time layout;21650;ps
die;placeable core region;0.428;mm2
setup_path;Worst Path Required;32390;ps
drt;Vias/cell;4.58;
clock_network;CTS Root Buffer Type;sky130_fd_sc_hd__clkbuf_16;
placed_design;HPWL Detailed;321000;um
synth;flip-flops with a built-in enable;8;
drt;post-route ant nets;0;
die;I/O Pins;43;
synth;most common cell in the netlist;sky130_fd_sc_hd__inv_1;
drt;detailed-route DRC error count;0;
global_routing;vias in the first global route;97900;
final_timing;measured slew at the worst slew-check pin;1010;ps
clock_network;hold_buf cts;0;
global_routing;global-route wire length before repair;605000;um
synth;flops out of synthesis;201;
synth;synth warn;2;
setup_path;Crit path arrival time;22230;ps
synth;share of flip-flops with an asynchronous set or reset;96.0;%
setup_path;Setup crit end;lorenz_inst.y[34];
drt;violation tally from detailed-route iteration zero;4163;
clock_network;number of buffers on the longest clock path;3;
clock_network;CTS tree;done;
synth;post-synthesis cell area;0.129;mm2
final_timing;number of pins exceeding their max-slew limit in the final report;0;
final_timing;Final Skew;110;ps
power;Leakage;73.4;nW
clock_network;total clock buffers created by CTS;30;
setup_path;CP max stage delay;790;ps
global_routing;largest net degree at the start of global routing;66;
-- where the power goes --
group          internal (mW)  switching [mW]  leakage [nW]
Clock                  0.207           0.170         0.498
Combinational         0.0176          0.0526          70.3
Sequential             0.265          0.0122          2.60
-- through the flow --
| stage | utilization, % | area [um2] |
|---|---|---|
| 6_report | 32.4 | 139000 |
| 4_1_cts | 32.4 | 139000 |
| 5_1_grt | 32.4 | 139000 |
| 3_5_place_dp | 32.1 | 138000 |
| 3_3_place_gp | 32.1 | 138000 |
| 2_1_floorplan | - | 129000 |
-- layer usage --
layer / vias to the layer above / track usage [%] / routed length [um]
met5: - / 0.554 / 450
met4: 26 / 6.79 / 19900
met3: 626 / 10.0 / 50900
met2: 3365 / 29.0 / 169000
met1: 45400 / 24.8 / 149000
li1: 41700 / - / -
-- logic make-up after synthesis --
group | count (synthesis) | share of synthesized area (%)
flip-flops | 201 | 3.93
multiplexers | 12 | 0.102
other | 1 | 0.00290
buffers and inverters | 4343 | 12.6
XOR/XNOR | 700 | 4.79
AND/OR/NAND/NOR | 3470 | 12.2
adder cells (fa/ha/maj) | 4718 | 62.3
AND-OR/OR-AND | 809 | 4.07
-- worst max-delay path, delay by kind of cell, from the launching register on --
family | cells | cell delay [ps]
AOI/OAI and AO/OA | 30 | 6890
xor gates and xnor gates | 3 | 900
adders and majority gates | 19 | 7870
buffers and inverters | 9 | 1650
DFF | 1 | 790
and+or+nand+nor | 16 | 3350
-- flip-flops by register name, indices dropped and copies added, names as in the netlist --
name and flops:
lorenz_inst.tdata 8, encryptor_inst.done 1, lorenz_inst.tvalid 1, lorenz_inst.b 8, encryptor_inst.count 32, lorenz_inst.z 44
encryptor_inst.pixel_out 8, lorenz_inst.x 44, lorenz_inst.c 9, lorenz_inst.y 44, lorenz_inst.key_select 2
-- worst min path at each step --
stage	depth (start not counted)	slack, ps	to
4_1_cts	1	470	encryptor_inst.count[31]
5_1_grt	1	480	encryptor_inst.count[31]
6_report	1	470	encryptor_inst.count[31]
-- layout make-up --
class | instances | area, um2 | area share, %
Antenna cell | 14 | 35.0 | 0.0253
Clock buffer | 36 | 803 | 0.579
Clock inverter | 20 | 228 | 0.164
Inverter | 3820 | 14300 | 10.3
Multi-Input combinational cell | 9711 | 108000 | 77.9
Sequential cell | 201 | 5130 | 3.70
Tap cell | 5687 | 7120 | 5.13
Timing Repair Buffer | 389 | 3050 | 2.20
-- cell usage in the layout, fill, tap and decap left out, drive strengths merged, types with 12 or more instances in the layout --
master / netlist / final
inv: 3787 / 3794
fa: 2871 / 2871
ha: 1847 / 1847
nand2: 1412 / 1412
nor2: 941 / 941
and2: 718 / 718
xnor2: 535 / 535
buf: 34 / 351
a21oi: 245 / 245
dfrtp: 186 / 186
xor2: 164 / 164
o21ai: 160 / 160
a21o: 135 / 135
nor3: 71 / 71
nand3: 67 / 67
nor2b: 65 / 65
o21a: 63 / 63
o21bai: 46 / 46
and3: 42 / 42
clkinv: 33 / 39
nand2b: 38 / 38
clkdlybuf4s50: 0 / 38
nand4: 36 / 36
clkbuf: 489 / 36
a31oi: 26 / 26
or3: 22 / 22
nor4: 22 / 22
a21boi: 17 / 17
a211oi: 15 / 15
o211ai: 15 / 15
diode: 0 / 14
or2: 12 / 12
Power is estimated from default activity; no workload was simulated.
